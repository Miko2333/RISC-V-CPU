==> flow/design.v <==
module VGA_BUS(
    input clk,rst,
    input mem_w,  
    input [31:0] Addr_cpu,  
    input [31:0] Data_from_cpu,  
    input [11:0] Pixel_in,  
    input [7:0] Font_in,  
    input [8:0] row,  
    input [9:0] col,  
    input [15:0] sw,  
    output reg [18:0] Addr_VRAM,  
    output [9:0] Addr_Font,  
    output VRAM_w,PWM_w,  
    output [11:0] Pixel_out,  
    output reg [11:0] VRAM_out,  
    output [31:0] Data_to_cpu,  
    output [7:0] Addr_PWM,  
    output [7:0] PWM_out  
);
    wire [7:0] Mode;
    assign Mode = Addr_cpu[31:24];
    assign VRAM_w = mem_w & (Mode==8'hd2);
    assign PWM_w = mem_w & (Mode==8'he0);
    assign Pixel_out = Pixel_in;
    assign Addr_Font = Data_from_cpu[12:3];
    parameter COL_NUM=640,ROW_NUM=480;
    always @(*) begin
        if(mem_w && (Mode==8'hd1||Mode==8'hd2)) Addr_VRAM <= Addr_cpu[18:0];
        else Addr_VRAM <= row*COL_NUM+col;
    end
    assign Data_to_cpu = {16'h0000,sw};
    assign Addr_PWM = Addr_cpu[7:0];
    assign PWM_out = Data_from_cpu[7:0];
    always @(*) begin
        if(rst) begin
            VRAM_out <= 0;
        end
        else begin
            case(Mode)
                8'hd0: begin  
                end
                8'hd1: begin  
                    if(mem_w) begin
                        VRAM_out <= {12{Font_in[~Data_from_cpu[2:0]]}};
                    end
                end
                8'hd2: begin  
                    if(mem_w) begin
                        VRAM_out <= {12{Font_in[~Data_from_cpu[2:0]]}};
                    end
                end
                8'he0: begin  
                end
                8'hf0: begin  
                end
                default: begin
                end
            endcase
        end
    end
endmodule
==> flow/run.sh <==
#!/bin/bash
# OpenROAD 26Q1-2900-gdf79404cd8, Yosys 0.63+post, stock flow scripts
make -C /OpenROAD-flow-scripts/flow DESIGN_CONFIG=/design/flow/config.mk WORK_HOME=/design/flow/orfs finish
==> flow/config.mk <==
export PLATFORM = sky130hd
export DESIGN_NAME = VGA_BUS
export DESIGN_NICKNAME = VGA_BUS
export VERILOG_FILES = /design/flow/design.v
export SDC_FILE = /design/flow/constraint.sdc
export NUM_CORES = 4
export LEC_CHECK = 1
export CORE_AREA = 10 10 99 99
export DIE_AREA = 0 0 109 109
==> flow/constraint.sdc <==
current_design VGA_BUS

set clk_period 7.6
set clk_io_pct 0.2

create_clock -name clk0 -period $clk_period

set non_clock_inputs [all_inputs -no_clocks]
set_input_delay [expr $clk_period * $clk_io_pct] -clock clk0 $non_clock_inputs
set_output_delay [expr $clk_period * $clk_io_pct] -clock clk0 [all_outputs]
==> qor_table.md <==
| Group | Item | Value |
|---|---|---|
| routing | Avg WL per Cell | 14.19 um |
| synth | Chip area from the yosys synthesis statistics | 1615 um^2 |
| layout | Fraction of final layout cells with drive strength greater than 1 | 6.452% |
| final timing | Count of unclocked register or latch pins | 1 |
| grt | Gr ovfl total | 0 |
| routing | Number of design-rule violations left by the first detailed-router iteration | 36 |
| synth | Cell variety after synth | 45 |
| worst setup path | Arrival time of data at the critical path endpoint | 4.96 ns |
| grt | Met3 usage in global routing | 2.867% |
| floorplanning | Initial standard-cell utilization of the core | 20.90% |
| synth | Seq cells post-synth | 1 |
| floorplanning | Row count | 32 |
| worst setup path | Top fanout value on the critical path | 4 |
| synth | Top flip-flop cell by instance count after synthesis | dlxtn_1 |
| final timing | Final Max Slew Viols | 0 |
| min path | HP Start | Data_from_cpu[6] |
| worst setup path | Critical Path Sink Type | output pin |
| power | Max VDD drop | 0.00002387 V |
| layout | Growth of design area from synthesis to finish | 37.49% |
| power | Total power divided by cell area | 69.28 nW/um^2 |
| min path | Worst Hold End | Addr_Font[3] |
| routing | Number of diodes | 0 |
| outcome | Status | completed |
| layout | Register with the most flip-flops | VRAM_out |
| floorplanning | # IOs | 225 |
| synth | Number of synthesized flops with an enable pin | 0 |
| floorplanning | Vertical extent of the die | 109 um |
| final timing | Post-route minimum period | 6.475 ns |
| routing | DRC viols | 0 |
| min path | Worst min-delay path category | input port to output pin |
| min path | WHS Path Cells | 0 |
| grt | Initial antenna violation count | 0 |
| final timing | Fmax | 154.4 MHz |
| routing | Average via count per standard cell | 4.031 |
| routing | Initial DRT Pass Iterations | 3 |
| floorplanning | Horizontal extent of the die | 109 um |
| grt | Vias in the first global route | 1472 |
| grt | Met1 usage | 9.055% |
| power | Leakage power summed over all cells | 0.8880 nW |
| layout | Fin util | 28.74% |
| grt | Pin count of the biggest net entering global routing | 15 |
| floorplanning | Die area | 11880 um^2 |
| place | Final RePlAce weighted congestion | 0.8354 |
| synth | Yosys warning count | 1 |
| grt | Top Usage Layer GRT | met2 |
| final timing | RSZ-0062 raised after global routing | no |
| grt | Routing usage on met2 | 13.80% |
| layout | Register cell area after layout | 15.01 um^2 |
| floorplanning | Core box area | 7727 um^2 |
| routing | DRT Wirelength | 4967 um |
| flow run | Number of warnings in the stage logs | 57 |
| clocking | Post-cts resize count | 0 |
| clocking | Post-CTS setup buffer count | 0 |
| final timing | Worst slew margin relative to its limit | 60.29% |
| synth | Syn Inst Count | 212 |
| final timing | Period utilization | 85.20% |
| layout | Final cell count without fillers | 350 |
| routing | Remaining number of nets flagged by the antenna check after routing | 0 |
| final timing | Setup violators final | 0 |
| place | Placed instance count | 350 |
| layout | Registers with the most flip-flops | VRAM_out (1) |
| grt | Total routing resource utilization after global routing | 7.827% |
| place | Quantity of I/O buffers inserted on ports | 103 |
| flow run | MaxCap Viol Count | 0 |
| clocking | Hold buffer count at CTS | 0 |
| final timing | Number of unconstrained endpoints | 13 |
| synth | Netlist area before placement | 1615 um^2 |
| place | Worst slack at placement | 1.105 ns |
| routing | Vias after detailed routing | 1411 |
| final timing | Final setup TNS | 0 ns |
| synth | Yosys cell count | 212 |
| grt | First-pass GRT wire length | 7603 um |
| layout | Fill count | 820 |
| synth | Average cell area after synthesis | 7.619 um^2 |
| layout | Logic area | 1021 um^2 |
| final timing | Final hold violation count | 0 |
| layout | Number of flip-flops in the largest register | 1 |
| place | Post-DP HPWL | 4576 um |
| synth | Fraction of registers with async set or reset after synthesis | 0% |
| final timing | Worst Tran Pin Value | 0.5943 ns |
| worst setup path | Critical Path RT | 6.08 ns |
| worst setup path | Setup crit start kind | input port |
| worst setup path | Category of the most critical setup path | input port to output pin |
| final timing | Fin worst setup slack | 1.125 ns |
## cells in the final DEF, fill, tap and decap left out, types with 2 or more instances in the layout
cell / instances
nand2_1: 14
nand4_1: 2
mux2_2: 8
fa_1: 2
mux4_2: 2
inv_1: 5
or4_1: 2
ha_1: 17
nand3_1: 2
and3_1: 2
a21o_1: 3
nor2_1: 14
conb_1: 16
xor2_1: 8
clkdlybuf4s50_1: 103
xnor2_1: 2
o31ai_1: 2
a31oi_1: 3
nor3_1: 2
o21ai_0: 13
a21oi_1: 3
## where the power goes
group / total, W / switching [W] / internal, W
Combinational: 0.000153 / 0.0000545 / 0.0000982
Sequential: 0.00000114 / 0.000000612 / 0.000000532
Clock: 0 / 0 / 0
## cells in the mapped netlist (all sizes together), types with 2 or more instances
cell / number / share of area [%]
ha: 17 / 13
nand4: 2 / 0.77
inv: 5 / 1.2
a21o: 3 / 1.4
and3: 2 / 0.77
mux4: 2 / 2.8
o21ai: 13 / 4.0
mux2: 9 / 6.5
o31ai: 2 / 0.93
xnor2: 2 / 1.1
or3: 2 / 0.85
or4: 2 / 0.93
a21oi: 3 / 0.93
xor2: 8 / 4.3
nor2: 14 / 3.3
buf: 82 / 38
fa: 2 / 2.5
nand2: 14 / 3.3
nor3: 3 / 1.2
a31oi: 3 / 1.2
nand3: 2 / 0.62
and4: 2 / 1.2
## cells by family (layout without fill, tap and decap cells)
logic type      after synthesis  after routing  share of synthesized area (%)
other cells                   1             16                         0.2322
compound gates               30             30                          11.46
simple gates                 51             51                          16.66
buf+inv                      88            109                          39.74
mux                          12             12                          9.915
fa+ha+maj                    19             19                          15.65
latches                       1              1                         0.9292
xor+xnor                     10             10                          5.423
## worst max-delay path by stage
stage     slack, ns    from       endpoint
5_1_grt        0.77  row[1]  Addr_VRAM[17]
4_1_cts        1.09  row[1]  Addr_VRAM[17]
6_report       1.12  row[1]  Addr_VRAM[17]
## per-layer routing
layer  vias up  wire length [um]
met5         -                 0
met4         0                39
met3         9               703
met2        79              2280
met1       609              1944
li1        714                 -
## critical path, cell delays in order
cell and delay (ns):
clkdlybuf4s50_1 0.47, ha_1 0.32, ha_1 0.22, fa_1 0.40
a211oi_1 0.39, nor2_1 0.11, xor2_1 0.30, nand4_1 0.15
or4_1 0.41, a31oi_1 0.16, clkdlybuf4s50_1 0.49
## final cells by class
cell class	instances	area share, %
timing repair buffer	104	46.76
multi-input combinational	138	45.97
tap	102	5.746
inverter	5	0.8451
sequential	1	0.6761
## per-stage QoR
stage	instance area (um^2)	total power, W	hold WS (ns)
finish	2221	0.0001539	3.040
global route	2221	0.0001742	3.040
CTS	2221	0.0001586	3.040
detailed placement	2221	0.0001577	3.040
global placement	2221	0.0001570	3.040
floorplan	1672	0.00008870	3.092
Power and IR drop assume default switching activity.
